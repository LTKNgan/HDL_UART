===== flow/config.mk =====
export PLATFORM = sky130hd
export DESIGN_NAME = Uart
export DESIGN_NICKNAME = Uart
export VERILOG_FILES = /design/flow/design.v
export SDC_FILE = /design/flow/constraint.sdc
export NUM_CORES = 4
export LEC_CHECK = 1
export CORE_UTILIZATION = 40

===== flow/constraint.sdc =====
current_design Uart

set clk_period 4.4
set clk_io_pct 0.2

create_clock -name clk0 -period $clk_period [get_ports {clk}]

set non_clock_inputs [all_inputs -no_clocks]
set_input_delay [expr $clk_period * $clk_io_pct] -clock clk0 $non_clock_inputs
set_output_delay [expr $clk_period * $clk_io_pct] -clock clk0 [all_outputs]

===== flow/design.v =====
module Receiver (clk, rx, reset, toBuffer, rxDone);
    input  wire clk, rx, reset;     
    output reg  [7:0] toBuffer;           
    output reg rxDone;                 
    reg [1:0] state = 3'b00;
    reg [2:0] bitIdx = 3'b0;         
    reg [1:0] inputSw = 2'b0;        
    reg [3:0] clockCount = 4'b0;     
    reg [7:0] receivedData = 8'b0;   
    parameter MAX_RATE_RX = 125000000 / (9600 * 16);  
    parameter RX_CNT_WIDTH = $clog2(MAX_RATE_RX);
    reg [RX_CNT_WIDTH - 1:0] rxCounter;
    always @(posedge clk or posedge reset) begin
        if (reset) begin
            state <= 3'b00;
            bitIdx <= 3'b0;
            clockCount <= 4'b0;
            receivedData <= 8'b0;
            toBuffer <= 8'b0;
            rxDone <= 1'b0;
            inputSw <= 2'b0;
            rxCounter <= 0;
        end
        else begin
            inputSw <= { inputSw[0], rx };    
            case (state)
                default: begin
                    state <= 3'b00;
                end
                3'b00: begin
                    bitIdx <= 3'b0;
                    clockCount <= 4'b0;
                    receivedData <= 8'b0;
                    toBuffer <= 8'b0;
                    rxDone <= 1'b0;
                    rxCounter <= 0;
                    if (~rx) state <= 3'b01;
                end
                3'b01: begin
                    if (rxCounter >= MAX_RATE_RX) begin
                        rxCounter <= 0;
                        if (&clockCount[2:0]) begin
                            state <= 3'b10;
                            clockCount <= 0;
                        end else clockCount <= clockCount + 4'b1;
                    end else rxCounter <= rxCounter + 1'b1;
                end
                3'b10: begin
                    if (rxCounter >= MAX_RATE_RX) begin
                        rxCounter <= 0;
                        if (&clockCount) begin  
                            clockCount <= 4'b0;
                            receivedData[bitIdx] <= inputSw[0];  
                            if (&bitIdx) begin
                                bitIdx <= 3'b0;
                                state <= 3'b11;
                            end else begin
                                bitIdx <= bitIdx + 3'b1;
                            end
                        end else begin
                            clockCount <= clockCount + 4'b1;
                        end
                    end else rxCounter <= rxCounter + 1'b1;
                end
                3'b11: begin
                    if (rxCounter >= MAX_RATE_RX) begin
                        rxCounter <= 0;
                        if (&clockCount) begin       
                            rxDone <= 1'b1;
                            state <= 3'b00;
                            clockCount <= 4'b0;
                            toBuffer <= receivedData;
                        end else begin
                            clockCount <= clockCount + 1;
                        end
                    end else rxCounter <= rxCounter + 1'b1;
                end
            endcase
        end
    end
endmodule
module Transmitter (clk, empty, fromBuffer, reset, tx, txDone);
    input  wire clk, empty, reset;     
    input  wire [7:0] fromBuffer;            
    output reg  tx, txDone;           
    reg [2:0] state  = 3'b00;
    reg [7:0] data   = 8'b0;  
    reg [2:0] bitIdx = 3'b0;  
    parameter MAX_RATE_TX = 125000000 / 9600;
    parameter TX_CNT_WIDTH = $clog2(MAX_RATE_TX);
    reg [TX_CNT_WIDTH - 1:0] txCounter;
    always @(posedge clk or posedge reset) begin
        if (reset) begin
            state <= 3'b00;
            data <= 8'b0;
            bitIdx <= 3'b0;
            tx <= 1'b1;
            txDone <= 1'b0;
            txCounter <= 0;
        end 
        else begin
            case (state)
                default: begin
                    state <= 3'b00;
                end
                3'b00: begin
                    bitIdx <= 3'b0;
                    tx <= 1'b1;  
                    txCounter <= 0;
                    if (~empty) begin
                        data <= fromBuffer;  
                        txDone <= 1'b1;
                        state <= 3'b01;
                    end else begin
                        data <= 8'b0;
                        txDone <= 1'b0;
                        state <= 3'b00;                    
                    end 
                end
                3'b01: begin
                    txDone <= 1'b0; 
                    if (txCounter >= MAX_RATE_TX) begin
                        txCounter <= 0;
                        tx <= 1'b0;  
                        state <= 3'b10;
                    end else txCounter <= txCounter + 1'b1;
                end
                3'b10: begin  
                    if (txCounter >= MAX_RATE_TX) begin
                        txCounter <= 0;
                        tx <= data[bitIdx];
                        if (&bitIdx) begin
                            bitIdx <= 3'b0;
                            state <= 3'b11;
                        end else begin
                            bitIdx <= bitIdx + 1'b1;
                        end
                    end else txCounter <= txCounter + 1'b1;
                end
                3'b11: begin  
                    if (txCounter >= MAX_RATE_TX) begin
                        txCounter <= 0;
                        data <= 8'b0;
                        state <= 3'b00;
                        tx <= 1'b1;
                    end else txCounter <= txCounter + 1'b1;
                end
            endcase
        end
    end
endmodule
module Uart  (clk, reset, rx, tx);
    input wire clk, reset;
    input wire rx;
    output wire tx;
    wire full, empty;
    wire [7:0] fromBuffer;
    wire txDone;
    wire [7:0] toBuffer;
    wire rxDone;
    Receiver Rx (
        .clk(clk), 
        .rx(rx), 
        .reset(reset), 
        .toBuffer(toBuffer),     
        .rxDone(rxDone)
    );
    Transmitter Tx (
        .clk(clk), 
        .empty(empty), 
        .fromBuffer(fromBuffer), 
        .reset(reset), 
        .tx(tx), 
        .txDone(txDone)
    );
    fifo_mem txBuffer (
        .clk(clk),
        .reset(reset), 
        .wr(rxDone),              
        .rd(txDone), 
        .data_in(toBuffer),      
        .data_out(fromBuffer), 
        .empty(empty),
        .full(full)
    );
endmodule
module fifo_mem(clk, reset, wr, rd, data_in, data_out, full, empty);   
  input clk, reset, wr, rd;   
  input[7:0] data_in; 
  output[7:0] data_out;  
  output full, empty;         
  wire[4:0] wptr,rptr;        
  wire enWrite, enRead;  
  status_signal  status(
    .wptr(wptr), 
    .rptr(rptr), 
    .full(full), 
    .empty(empty)
  ); 
  write_pointer  writePtr(
    .wr(wr), 
    .full(full), 
    .clk(clk), 
    .reset(reset), 
    .wptr(wptr), 
    .enWrite(enWrite)
  );  
  read_pointer   readPtr(
    .rd(rd), 
    .empty(empty), 
    .clk(clk), 
    .reset(reset), 
    .rptr(rptr), 
    .enRead(enRead)
  );  
  memory_array   mem(
    .data_in(data_in), 
    .clk(clk), 
    .enWrite(enWrite), 
    .wptr(wptr), 
    .rptr(rptr), 
    .data_out(data_out)
  );    
endmodule  
module status_signal(wptr, rptr, full, empty);  
   input[4:0] wptr, rptr;  
   output full, empty;  
    wire pointer_equal, fbit_comp;  
    assign fbit_comp = wptr[4] ^ rptr[4]; 
    assign pointer_equal = (wptr[3:0] - rptr[3:0]) ? 0:1; 
    assign full = fbit_comp & pointer_equal;
    assign empty = (~fbit_comp) & pointer_equal;
endmodule
module write_pointer(wr, full, clk, reset, wptr, enWrite);  
input wr, full, clk, reset;  
output reg[4:0] wptr;  
output enWrite; 
reg preEnWrite;
assign enWrite = (~full)&wr;
always @(posedge clk or posedge reset)  begin 
    if(reset) begin
      wptr <= 5'b00000;  
      preEnWrite <= 0;
    end else begin
        if(enWrite & ~preEnWrite)
          wptr <= wptr + 5'b00001;
        else  
          wptr <= wptr; 
        preEnWrite <= enWrite; 
    end
end
endmodule  
module read_pointer(rd, empty, clk, reset, rptr, enRead);  
input rd, empty,clk, reset;  
output reg[4:0] rptr;  
output enRead;
reg preEnRead;
assign enRead = (~empty)&rd;  
always @(posedge clk or posedge reset) begin  
    if(reset) begin
      rptr <= 5'b00000;
      preEnRead <= 0;
    end else begin
        if(enRead & ~preEnRead)
          rptr <= rptr + 5'b00001;  
        else
          rptr <= rptr;
        preEnRead <= enRead;
    end      
end  
endmodule  
module memory_array(data_in, clk, enWrite, wptr, rptr, data_out);  
input[7:0] data_in;  
input clk, enWrite;  
input[4:0] wptr, rptr;  
output wire[7:0] data_out;
reg[7:0] mem[15:0];  
always @(posedge clk)  
begin  
    if(enWrite) mem[wptr[3:0]] <= data_in;
end  
assign data_out = mem[rptr[3:0]];    
endmodule  

===== flow/run.sh =====
#!/bin/bash
# OpenROAD 26Q1-2900-gdf79404cd8, Yosys 0.63+post, stock flow scripts
make -C /OpenROAD-flow-scripts/flow DESIGN_CONFIG=/design/flow/config.mk WORK_HOME=/design/flow/orfs finish

==> flow_summary.ini <==
; physical design summary
[floorplanning]
die_y_um = 154
core_um2 = 22600
dieArea_um2 = 23800
fp-utilization_pct = 40.9
rows = 55
io_pins = 4
die_w_um = 154

[synth]
top_cells_by_area = edfxtp_1 (41%), dfrtp_1 (21%), mux4_2 (8.3%), ha_1 (4.2%), nand2_1 (2.1%)
ys.flops = 206
yosys.area.top_type = edfxtp_1
syn_area_um2 = 9260
ys_seq_share_pct = 62.6
yosys_area_um2 = 9260
synth_cells = 650
ff_type = edfxtp_1
yosysUniqueCellTypes = 52
async_reset_ff_share_pct = 37.9
avgSynthCellArea_um2 = 14.3
yosysWarnings = 5
top_cell_area_share_pct = 41.5
edf_count = 128
ys_cells = 650

[clock_network]
cts_made_buffers = 22
cts.htree.levels = 1
clkLatencyLatePin_ns = 0.51
cts_sinks = 206
cts_tree = built
ctsHoldBuffers = 0
clk_pin_slew_ns = 0.06
cts_resized = 0
cts_setup_buffers = 0
clk_path_buf_depth = 3
cts-root-buf = clkbuf_16

[worst_setup_path]
crit_end = txBuffer.mem.mem[5][6]
end_kind = flip-flop
rr_worst_depth = 7
start_kind = flip-flop
required_ns = 4.57
critPathKind = flip-flop to flip-flop
r2r-start = txBuffer.writePtr.wptr[2]
startpoint = txBuffer.writePtr.wptr[2]
r2r_setup_slack_ns = 1.54
timing.rr.end = txBuffer.mem.mem[5][6]
cp.arrival_ns = 3.03
crit_fanout = 8

[placed_design]
dp_hpwl_mm = 12.2
gp_congestion = 0.876
io_buffers = 3
dp_slack_ns = 1.59

[sta]
final.setup_skew_ns = 0.0162
layout_min_cycle_time_ns = 2.86
slew_headroom_pct = 42.2
fin_crit_sh_pct = 64.9
hold_violations = 0
finalSetupViolCount = 0
rsz0062_at_grt = no
drv_slew = 0
setup_ws_ns = 1.54
worst_pin_slew_ns = 0.860
setup_tns_ns = 0
fmaxAchievable_mhz = 350

[power_and_ir_drop]
switchingPower_uw = 751
p_int_uw = 3180
combPwrFrac_pct = 0.4
irDropWorstVdd_mv = 0.206
cellPowerDensity_nw_per_um2 = 380
p_leak_uw = 0.00354
p_seq_share_pct = 51.8
clkPwrFrac_pct = 47.8
p_sw_share_pct = 19.1

[layout]
seq_area_um2 = 5800
num-fill-cells = 1866
drive_gt1_share_pct = 15.5
syn_to_final_growth_pct = 11.8
logic_area_um2 = 3270

[routing]
drc = 0
first_pass_iters = 4
vias_per_cell = 5.58
drt_iter0_drc = 245
drtAntennaViolNets = 0
routedWlPerCell_um = 19.2
num_vias = 5375
num_antenna_cells = 0
wirelength_mm = 18.5

[global_routing]
antenna_found_initial = 0
grt_max_degree = 45
overflow = 0
grt_pass1_vias = 5627
grt.total_usage_pct = 17.5
grt_first_pass_wirelength_mm = 30.1

[hold_path]
hold_path.class = flip-flop to flip-flop

[job]
max_cap_viol_count = 0
openroad.warnings = 42

[status]
run_status = finished, final reports clean
## cells in the final DEF, fill, tap and decap left out, types with 19 or more instances in the layout
cell type    n
ha_1        31
inv_1       23
and2_1      25
mux4_2      34
nand2_1     53
clkbuf_16   25
nor2_1      31
edfxtp_1   128
dfrtp_1     76
o21ai_0     28
a22o_1      19
## cells in the mapped netlist, types with 3 or more instances
cell type,instances
nor3_1,12
ha_1,31
a211oi_1,11
and3_1,12
a21o_1,3
mux2i_1,8
a31oi_1,13
xor2_1,11
edfxtp_1,128
nor2_1,31
inv_1,24
a22o_1,19
dfrtp_1,77
nor2b_1,7
mux4_2,34
nand2b_1,3
nor4_1,4
and2_1,25
nand2_1,53
buf_2,6
nand3_1,16
o22ai_1,3
clkbuf_1,15
nand4_1,6
xnor2_1,14
mux2_2,16
a21oi_1,5
nor3b_1,3
o21ai_0,28
## final cells by class
| type | instances | share of cell area [%] |
|---|---|---|
| Tap cell | 285 | 3.44 |
| Inverter | 25 | 0.918 |
| Sequential cell | 206 | 56.0 |
| Clock buffer | 29 | 6.19 |
| Clock inverter | 11 | 1.06 |
| Timing Repair Buffer | 10 | 0.797 |
| Multi-Input combinational cell | 397 | 31.6 |
## critical path, cell delays in order, from the launching register on
cell,delay [ns]
dfrtp_1,0.46
ha_1,0.37
nor2b_4,0.14
a221oi_2,0.32
xnor2_1,0.15
a2111oi_0,0.50
buf_4,0.23
and2_1,0.35
## power by group through the flow
stage | Sequential (uW) | Clock, uW | Combinational, uW
after CTS | 2040 | 1920 | 18.2
after global routing | 2040 | 1990 | 20.4
final | 2040 | 1880 | 16.7
## flip-flops by register name, summed over array words and instances, names as in the netlist
signal / flops
txBuffer.mem.mem: 128
txBuffer.writePtr.preEnWrite: 1
Rx.toBuffer: 8
txBuffer.writePtr.wptr: 5
Tx.bitIdx: 3
Rx.rxCounter: 10
txBuffer.readPtr.preEnRead: 1
Rx.bitIdx: 3
Tx.tx: 1
Tx.txDone: 1
Rx.receivedData: 8
Tx.state: 2
Rx.inputSw: 1
Rx.rxDone: 1
Tx.txCounter: 14
Rx.state: 2
Tx.data: 8
Rx.clockCount: 4
txBuffer.readPtr.rptr: 5
## through the flow
stage | hold WS, ns | area, um2 | cells | power [uW] | util, %
after global placement | 0.471 | 9610 | 923 | 2100 | 42.4
after global routing | 0.500 | 10400 | 963 | 4050 | 45.7
after floorplan | 0.451 | 9260 | 650 | 2090 | -
final | 0.480 | 10400 | 963 | 3940 | 45.7
after detailed placement | 0.477 | 9610 | 923 | 2100 | 42.4
after CTS | 0.486 | 10400 | 963 | 3970 | 45.7
## worst min-delay path by stage
| stage | from | endpoint | slack [ns] | cells after the start |
|---|---|---|---|---|
| global route | Tx.tx | Tx.tx | 0.50 | 2 |
| finish | Tx.tx | Tx.tx | 0.48 | 2 |
| CTS | Tx.tx | Tx.tx | 0.49 | 2 |
## logic make-up (layout without fill, tap and decap cells)
| logic type | count (synthesis) | in the layout | share of synthesized area [%] |
|---|---|---|---|
| AND/OR/NAND/NOR | 179 | 179 | 9.69 |
| AND-OR/OR-AND | 103 | 103 | 7.88 |
| XOR/XNOR | 25 | 25 | 2.36 |
| buffers and inverters | 47 | 75 | 2.07 |
| multiplexers | 59 | 59 | 11.2 |
| adder cells (fa/ha/maj) | 31 | 31 | 4.19 |
| flip-flops | 206 | 206 | 62.6 |
## per-layer routing
layer | GRT usage (%) | wire length, um
met1 | 25.5 | 7980
met2 | 26.4 | 8450
met3 | 7.76 | 1660
met4 | 3.00 | 386
met5 | 0 | 0
Power is estimated from default activity; no workload was simulated.
